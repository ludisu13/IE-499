## flow/config.mk

```make
export PLATFORM = sky130hd
export DESIGN_NAME = paralleltoserialWrappersd
export DESIGN_NICKNAME = paralleltoserialWrappersd
export VERILOG_FILES = /design/flow/design.v
export SDC_FILE = /design/flow/constraint.sdc
export NUM_CORES = 4
export LEC_CHECK = 1
export CORE_AREA = 10 10 98 98
export DIE_AREA = 0 0 108 108
```

## flow/constraint.sdc

```tcl
current_design paralleltoserialWrappersd

set clk_period 6.4
set clk_io_pct 0.2

create_clock -name clk0 -period $clk_period [get_ports {Clock}]

set non_clock_inputs [all_inputs -no_clocks]
set_input_delay [expr $clk_period * $clk_io_pct] -clock clk0 $non_clock_inputs
set_output_delay [expr $clk_period * $clk_io_pct] -clock clk0 [all_outputs]
```

## flow/design.v

```verilog
module UPCOUNTER_POSEDGE # (parameter SIZE=16)
(
input wire Clock, Reset,
input wire [SIZE-1:0] Initial,
input wire Enable,
output reg [SIZE-1:0] Q
);
  always @(posedge Clock )
  begin
      if (Reset)
        Q = Initial;
      else
		begin
		if (Enable)
			Q = Q + 1;
		end			
  end
endmodule
module FFD_POSEDGE_SYNCRONOUS_RESET # ( parameter SIZE=1)
(
	input wire				Clock,
	input wire				Reset,
	input wire				Enable,
	input wire [(SIZE-1):0]	D,
	output reg [(SIZE-1):0]	Q
);
always @ (posedge Clock) 
begin
	if ( Reset )
		Q = 0;
	else
	begin	
		if (Enable) 
			Q <= D; 
	end	
end 
endmodule
module Paralleltoserial # (parameter WIDTH=8)
(
	input wire Clock,
	input wire Reset,
	input wire Enable,
	input wire load_send,
	output wire serial,
	input wire[(WIDTH-1):0] parallel
	);
wire [(WIDTH-1):0]ffdinputBus;
wire [(WIDTH-1):0]ffdqBus;
assign serial=ffdqBus[(WIDTH-1)];
FFD_POSEDGE_SYNCRONOUS_RESET # (WIDTH) ffd (.Clock(Clock),.Reset(Reset),.Enable(Enable),.D(ffdinputBus),.Q(ffdqBus));
genvar i;
generate
	for (i=0; i < WIDTH; i=i+1) 
		begin:PTS
			if(i==0)
				begin
					assign ffdinputBus[i]=(parallel[i] && !load_send)||(load_send && 1'b1);
				end
			else
				begin
					assign ffdinputBus[i]=(parallel[i] && !load_send)||( load_send && ffdqBus[i-1]);
				end		
		end
endgenerate
endmodule
module paralleltoserialWrappersd # (parameter WIDTH=8,parameter FRAME_SIZE_WIDTH=8)
(
	input wire Clock,
	input wire Reset,
	input wire Enable,
	input wire [(FRAME_SIZE_WIDTH-1):0] framesize,
	input wire load_send, 
	output wire serial,
	output wire complete,
	input wire[(WIDTH-1):0] parallel
	);
wire serialTemp;
Paralleltoserial #(WIDTH) pts(
.Clock(Clock),
.Reset(Reset),
.Enable(Enable&go),
.serial(serialTemp),
.parallel(parallel),
.load_send(load_send)
);
wire [(FRAME_SIZE_WIDTH-1):0] initialValue;
assign initialValue=0;
wire [(FRAME_SIZE_WIDTH-1):0] Value;
wire [(FRAME_SIZE_WIDTH-1):0] countValue;
UPCOUNTER_POSEDGE # (FRAME_SIZE_WIDTH) counter1(
.Clock(Clock),
.Reset(Reset),
.Initial(initialValue),
.Enable(Enable&go&load_send),
.Q(countValue)
);
wire go;
wire [((FRAME_SIZE_WIDTH-1)):0] kk;
assign kk=(framesize-1'b1);
assign serial=(complete==1'b1 | load_send==1'b0)? 1'bz:serialTemp;
assign go= ((framesize-1'b1)<countValue) ? 1'b0:1'b1;
assign complete=((framesize-1'b1)<countValue) ? 1'b1:1'b0;
endmodule
```

## flow/run.sh

```bash
#!/bin/bash
# OpenROAD 26Q1-2900-gdf79404cd8, Yosys 0.63+post, stock flow scripts
make -C /OpenROAD-flow-scripts/flow DESIGN_CONFIG=/design/flow/config.mk WORK_HOME=/design/flow/orfs finish
```

==> impl_metrics.json <==
{
  "detail-route-antenna-nets": 0,
  "h-tree-depth": 1,
  "ys_async_sr_fraction_pct": 0,
  "drt_iter0_drc": 49,
  "power_density_nw_per_um2": 177.1,
  "ys_cells": 126,
  "drc": 0,
  "ff_type": "dfxtp_1",
  "largest_area_cell": "dfxtp_1",
  "cts_buffers": 3,
  "stdcell_count": 248,
  "cp_num_buf_inv": 2,
  "core-area_um2": 7647,
  "synth.cellmix.compoundShare_pct": 21.74,
  "mostFrequentLayoutCell": "clkdlybuf4s50_1",
  "drive_gt1_share_pct": 8.904,
  "cts_root_buf": "clkbuf_8",
  "ys_top_logic_family": "AND-OR/OR-AND gates",
  "worstPathMaxFanout": 3,
  "lay_top_cells": "clkdlybuf4s50_1, dfxtp_1, nor2_1",
  "wl_met3_um": 60,
  "cts_setup_buffers": 0,
  "cts_sinks": 16,
  "clockBufferDepth": 2,
  "regArea_um2": 320.3,
  "end_kind": "primary output",
  "antenna_cells": 0,
  "ys_sh_simple_pct": 18.36,
  "ir_drop_v": 0.00009430,
  "warnings": 25,
  "tightest_slew_ns": 0.7536,
  "finalCritPeriodShare_pct": 76.05,
  "cpPeakStageDelay_ns": 0.49,
  "ys_sh_mux_pct": 7.850,
  "fp_util_pct": 13.55,
  "ctsHoldBuffers": 0,
  "worstSetupPathDepth": 10,
  "postSynthCellCount": 126,
  "viasPerCell": 3.718,
  "top_area_share_pct": 30.92,
  "rsz0062_at_grt": "no",
  "power_leakage_nw": 0.5062,
  "ctsResizeCount": 0,
  "postSynthAreaPerCell_um2": 8.222,
  "cpMaxStageDelayCell": "clkdlybuf4s50_1",
  "area_delta_synth_final_pct": 35.87,
  "min_path_type": "flip-flop to flip-flop",
  "maxSlewHeadroom_pct": 49.76,
  "path_clk_slew_ns": 0.06,
  "r2r_slack_ns": 4.11,
  "yosysWarnings": 3,
  "slew_viol_final": 0,
  "met1_length_um": 1180,
  "ys_types": 33,
  "first_pass_iters": 3,
  "finalSetupTns_ns": 0,
  "r2r_cells": 7,
  "fa_ha_area_share_pct": 10.87,
  "cp_data_arrival_time_ns": 3.59,
  "grt_pass1_vias": 896,
  "syn_area_um2": 1036,
  "gp_congestion": 0.7446,
  "routed_wl_um": 2407,
  "fillers": 838,
  "required_ns": 5.12,
  "timing.fmax_ghz": 0.2055,
  "dpl.hpwl_um": 1880,
  "num_rows": 32,
  "ys.flops": 16,
  "hold_viol": 0,
  "start_kind": "input port",
  "critPathKind": "input port to primary output",
  "period_needed_ns": 4.867,
  "die_area_um2": 11660,
  "r2r_start": "counter1.Q[2]$_SDFFE_PP0P_",
  "cts_tree": "done",
  "fin_ws_ns": 1.533,
  "crit_end": "complete",
  "wl_per_cell_um": 9.706,
  "grt_pass1_wl_um": 3988,
  "track_usage_pct": 4.066,
  "place.port_buffers": 21,
  "crit_start": "framesize[2]",
  "skew_ns": 0.003853,
  "setup_violations": 0,
  "whs_ns": 0.4829,
  "met2_wirelength_um": 1166,
  "crit_chain": "clkdlybuf4s50_1 -> nor2_1 -> nand3_1 -> nor4_1 -> xor2_1 -> ha_1 -> a21oi_1 -> o21ai_2 -> a21oi_1 -> clkdlybuf4s50_1",
  "area_leaders": "dfxtp_1, ha_1, mux2i_1",
  "grt.overflow.total": 0,
  "cap_violations": 0,
  "via_count": 922,
  "clk_latency_ns": 0.25,
  "ys_chip_area_um2": 1036,
  "grt_max_degree": 22,
  "status": "completed",
  "ys_sh_xor_pct": 4.227,
  "die-height_um": 108,
  "combGateArea_um2": 653.1,
  "routed.top_layer": "met3",
  "antenna_found_initial": 0,
  "die_x_um": 108,
  "dp_slack_ns": 1.512,
  "dp_cells": 244,
  "regToRegEndpoint": "counter1.Q[0]$_SDFFE_PP0P_",
  "pin_count": 22,
  "synth-edff-count": 0,
  "ys_seq_share_pct": 30.92,
  "crit_family": "buffers and inverters"
}
power by group:
part / switching, mW / internal (mW) / total (mW) / leakage (nW)
Clock: 0.0354 / 0.0545 / 0.0899 / 0.0288
Sequential: 0.00310 / 0.105 / 0.108 / 0.131
Combinational: 0.0243 / 0.0268 / 0.0511 / 0.347
Total: 0.0628 / 0.186 / 0.249 / 0.506
final cells by class:
cell class / count / share of cell area, %
Multi-Input combinational cell: 94 / 46.40
Timing Repair Buffer: 21 / 14.93
Inverter: 11 / 2.933
Tap cell: 102 / 9.067
Clock buffer: 4 / 3.911
Sequential cell: 16 / 22.76
flip-flops by register name, summed over array words and instances (netlist names):
name / cells
counter1.Q: 8
pts.ffd.Q: 8
tightest hold or removal path, delay by kind of cell (launching register included):
| family | cells | cell delay (ns) |
|---|---|---|
| flip-flops | 1 | 0.32 |
| AND-OR/OR-AND | 2 | 0.11 |
per-stage QoR:
stage / cell area (um2) / total power [mW] / util, %
final: 1408 / 0.2493 / 18.41
after global routing: 1408 / 0.2634 / 18.41
after CTS: 1408 / 0.2537 / 18.41
after detailed placement: 1353 / 0.1624 / 17.69
after global placement: 1353 / 0.1614 / 17.69
after floorplan: 1036 / 0.1402 / -
synthesized netlist by cell type, drive strengths merged (4+ instances only):
master and count:
a211oi 9, a21oi 10, dfxtp 16, ha 9, inv 11, mux2i 7
nand2 7, nand3 4, nand4 4, nor2 14, o21ai 6, or3 4
xor2 4
worst min path at each step:
stage                     startpoint                         end  cells after the start
4_1_cts   counter1.Q[7]$_SDFFE_PP0P_  counter1.Q[7]$_SDFFE_PP0P_                      2
5_1_grt   counter1.Q[7]$_SDFFE_PP0P_  counter1.Q[7]$_SDFFE_PP0P_                      2
6_report  counter1.Q[7]$_SDFFE_PP0P_  counter1.Q[7]$_SDFFE_PP0P_                      2
layer usage:
layer | GRT usage [%] | vias to the layer above
met4 | 0.09542 | 0
met2 | 7.112 | 9
li1 | - | 498
met3 | 1.084 | 0
met5 | 0 | -
met1 | 5.169 | 415
cell families after synthesis:
family,count (synthesis)
DFF,16
muxes,8
and+or+nand+nor,39
adders and majority gates,9
buffers and inverters,16
AOI/OAI and AO/OA,33
xor gates and xnor gates,5
Power is estimated from default activity; no workload was simulated.
